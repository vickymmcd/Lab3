==> ./config.mk <==
export PLATFORM = sky130hd
export DESIGN_NAME = mux32to1by1
export DESIGN_NICKNAME = mux32to1by1
export VERILOG_FILES = /design/flow/design.v
export SDC_FILE = /design/flow/constraint.sdc
export NUM_CORES = 4
export LEC_CHECK = 1
export CORE_AREA = 10 10 70 70
export DIE_AREA = 0 0 80 80
==> ./constraint.sdc <==
current_design mux32to1by1

set clk_period 2.2
set clk_io_pct 0.2

create_clock -name clk0 -period $clk_period

set non_clock_inputs [all_inputs -no_clocks]
set_input_delay [expr $clk_period * $clk_io_pct] -clock clk0 $non_clock_inputs
set_output_delay [expr $clk_period * $clk_io_pct] -clock clk0 [all_outputs]
==> ./design.v <==
module mux32to1by1
(
output      out,
input[4:0]  address,
input[31:0] inputs
);
assign out = inputs[address];
endmodule
==> ./run.sh <==
#!/bin/bash
# OpenROAD 26Q1-2900-gdf79404cd8, Yosys 0.63+post, stock flow scripts
make -C /OpenROAD-flow-scripts/flow DESIGN_CONFIG=/design/flow/config.mk WORK_HOME=/design/flow/orfs finish
==> flow_summary.ini <==
; yosys + openroad results
[clock_tree]
cts_hold_repair.buffers = 0

[placement]
dp_hpwl_microns = 1420
place.port_buffers = 38
gpl.final_weighted_congestion = 0.765
numPlacedInstances = 127

[drt]
drtIter0Drc = 17
num_antenna_cells = 0
wire_per_inst_microns = 11.7
drt-total-wl_microns = 1510
first_pass_iters = 4
postRouteAntennaNets = 0
route.vias.total = 455
detail_route.vias_per_cell = 3.53
drt_drc_violations_left = 0

[layout]
final_cell_mix = sky130_fd_sc_hd__clkdlybuf4s50_1, sky130_fd_sc_hd__mux2i_1, sky130_fd_sc_hd__nand2_1
fillerInstances = 380
final_core_utilization = 0.231
final_layout_size_suffix_gt1_frac = 0.108
nClkBuffers = 0
seq_area_sq_um = 0
seq_cells = 0
area.growth.synth_to_final_pct = 142
final_common_cell = sky130_fd_sc_hd__clkdlybuf4s50_1
post_layout_nonfiller_instances = 129

[timing]
layout_worst_path_cycle_share = 0.953
clock.fmax_ghz = 0.477
timing.final.hold_violations = 0
final_period_minus_worst_setup_slack_ps = 2100
grt_setup_unrepaired = no
finalHoldWorstSlack_ps = 1570
final_setup_violation_count = 0
timing_worst_slew_pin_value_ps = 247
final_max_slew_viol_count = 0
timing.max_slew.rel_slack = 0.835

[global_routing]
first_global_vias = 494
largest_net_degree_at_the_start_of_global_routing = 9
gr-max-usage-layer = met2
grt_first_pass_wirelength_microns = 2410
grt_use_met1 = 0.0574
use_met3 = 0.0125
antenna_found_initial = 0
grt_usage = 0.0457
globalRoute.totalOverflow = 0
global_route.usage.met2 = 0.0803

[yosys]
netlist_instances = 41
synth.yosys.num_cells = 41
synth.lib_cells_used.distinct = 15
yosys_chip_area_sq_um = 325
topCellsByArea = sky130_fd_sc_hd__mux2i_1, sky130_fd_sc_hd__a22oi_1, sky130_fd_sc_hd__nand2_1
ys.warnings.count = 0
synthDominantCellAreaShare = 0.492
synth_area_sq_um = 325
ys_seq_frac = 0
synth.largest_area_cell = sky130_fd_sc_hd__mux2i_1
post_synth.cell_area_avg_sq_um = 7.93

[power_and_ir_drop]
totalPowerFinal_uw = 130
p_leak_nw = 0.328
p_per_area_nw_per_um2 = 165
power.ir.vdd_worst_uv = 36.5

[worst_setup_path]
critical_path_class = primary input to output pin
start_kind = primary input
crit_path_dat_ps = 1660
timing.critical_path.fanout_max = 1
cp_data_required_time_ps = 1760
setup.worst_path.end_class = output pin

[hold_path]
hold_path.class = primary input to output pin

[floorplanning]
fp.dieH_microns = 80
row_count = 21
ioPinCount = 38
core_area_sq_um = 3420
die_size_sq_um = 6400
core_util_floorplan = 0.0952
die_w_microns = 80

[job]
timing.max_cap.violations = 0
log.warning_count = 32

[status]
run_status = finished clean
[final timing paths]
path / to / start / cells past startpoint / slack, ps
setup / recovery: out / inputs[16] / 7 / 100
hold / removal: out / address[0] / 5 / 1570
[cell type report]
class,count,area (sq um),area share
Timing Repair Buffer,44,433,0.549
Multi-Input combinational cell,39,298,0.378
Tap cell,46,57.6,0.0730
[power by group]
part	switching [mW]	leakage [nW]	internal, mW	total [mW]
clock	0	0	0	0
combinational	0.0388	0.328	0.0916	0.130
sequential	0	0	0	0
[metal layers]
metal | wire length [microns] | vias up
met1 | 639 | 195
met4 | 0 | 0
li1 | - | 242
met2 | 742 | 18
met3 | 130 | 0
met5 | 0 | -
[cell usage after synthesis (all sizes together)]
master  instances
a311o           1
nand4b          1
nor2            1
a21oi           3
nand2           6
a22oi           4
nand2b          1
a211oi          1
and2            1
nand3           2
nor2b           1
and2b           1
buf             2
mux2i          16
[repair_timing]
action	4_1_cts	5_1_grt
endpoints found under the setup margin	1	1
pin swaps	5	3
buffers inserted	2	0
gates resized	11	1
cloned	0	0
[critical path: stages]
cell and delay [ps]:
sky130_fd_sc_hd__clkdlybuf4s50_1 410, sky130_fd_sc_hd__mux2i_2 150, sky130_fd_sc_hd__nand2_1 70, sky130_fd_sc_hd__nand4b_1 100
sky130_fd_sc_hd__a21oi_1 50, sky130_fd_sc_hd__a311o_1 330, sky130_fd_sc_hd__clkbuf_2 100
[kinds of logic after synthesis]
kind of cell,after synthesis,share of synthesized area
and+or+nand+nor,14,0.219
AOI/OAI and AO/OA,9,0.192
buffers and inverters,2,0.0962
muxes,16,0.492
[metrics by stage]
stage / setup slack, ps / area (sq um) / TNS, ps
5_1_grt: 21.8 / 788 / 0
3_5_place_dp: -651 / 774 / -651
2_1_floorplan: 472 / 325 / 0
3_3_place_gp: -659 / 774 / -659
6_report: 102 / 788 / 0
4_1_cts: 16.6 / 793 / 0
Power is estimated from default activity; no workload was simulated.
